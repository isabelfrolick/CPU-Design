==> flow/design.v <==
module register_32bit(
 input wire clock,
 input wire enable,
 input wire [31:0] D,
 output reg [31:0] Q);
always @ (posedge clock) begin
 if (enable) begin
  Q[31:0] <= D[31:0];
 end
end
endmodule
module register_64bit(
 input clock,
 input enable,
 input [63:0] ALU_out,
 output reg [31:0] out_HI,
 output reg [31:0] out_LO
 );
always @ (posedge clock) begin
 if (enable) begin
  out_LO <= ALU_out [31:0];
  out_HI <= ALU_out [63:32];
 end
end
endmodule
module register_r0(
 input clock,
 input clear,
 input enable,
 input BAOut,
 input wire [31:0] D,
 output reg [31:0] Q
 );
reg [31:0] temp;
always @(posedge clock) begin
 if (enable && clear) begin
  temp [31:0] <= D[31:0];
 end
 Q <= ! BAOut && temp;
end
endmodule
module ProgramCounter(
 input clock,
 input enable,
 output reg [31:0] PC,
 output reg PCinc
 );
always @ (posedge clock) begin
 if (enable) begin
  PC <= PC + 4;
  PCinc <= 1;
 end
end
endmodule
module Instruction_register(
 input clock,
 input IRin,  
 input MDRout,  
 input PCinc,  
 input wire [31:0] IR_in,
 output reg [31:0] IR_out
 );
always @ (posedge clock) begin
 if (clear) begin
  IR_out <= 32'b0;
 end
 if((IRin || MDRout) && PCinc) begin  
  IR_out [31:0] <= IR_in [31:0];  
 end
end
endmodule
module encode_acode_32to5_32to5 (
 output reg [4:0] sel,
 input [31:0] enable_regs
 );
always @ (enable_regs)
 casex (enable_regs)
  32'h8xxxxxxx: sel <= 5'd31;
  32'h4xxxxxxx: sel <= 5'd30;
  32'h2xxxxxxx: sel <= 5'd29;
  32'h1xxxxxxx: sel <= 5'd28;
  32'h08xxxxxx: sel <= 5'd27;
  32'h04xxxxxx: sel <= 5'd26;
  32'h02xxxxxx: sel <= 5'd25;
  32'h01xxxxxx: sel <= 5'd24;
  32'h008xxxxx: sel <= 5'd23;
  32'h004xxxxx: sel <= 5'd22;
  32'h002xxxxx: sel <= 5'd21;
  32'h001xxxxx: sel <= 5'd20;
  32'h0008xxxx: sel <= 5'd19;
  32'h0004xxxx: sel <= 5'd18;
  32'h0002xxxx: sel <= 5'd17;
  32'h0001xxxx: sel <= 5'd16;
  32'h00008xxx: sel <= 5'd15;
  32'h00004xxx: sel <= 5'd14;
  32'h00002xxx: sel <= 5'd13;
  32'h00001xxx: sel <= 5'd12;
  32'h000004xx: sel <= 5'd10;
  32'h000002xx: sel <= 5'd9;
  32'h000001xx: sel <= 5'd8;
  32'h0000008x: sel <= 5'd7;
  32'h0000004x: sel <= 5'd6;
  32'h0000002x: sel <= 5'd5;
  32'h0000001x: sel <= 5'd4;
  32'h00000008: sel <= 5'd3;
  32'h00000004: sel <= 5'd2;
  32'h00000002: sel <= 5'd1;
  32'h00000001: sel <= 5'd0;
  default: sel <= 5'dx;
 endcase
endmodule
module mux32to1 (
 output [31:0] mux_out,
 input [31:0] data0, data1, data2, data3, data4, data5, data6, data7, data8, data9, data10, data11,
 data12, data13, data14, data15, data16, data17, data18, data19, data20, data21, data22, data23, data24,
 data25, data26, data27, data28, data29, data30, data31,
 input [4:0] select,
 input enable
 );
reg [31:0] mux_temp;
assign mux_out = mux_temp;  
always @ (select, data31, data30, data29, data28, data27, data26, data25, data24, data23,
 data22, data21, data20, data19, data18, data17, data16, data15, data14, data13, data12, data11,
 data10, data9, data8, data7, data6, data5, data4, data3, data2, data1, data0) begin
 case (select)  
  5'd31: mux_temp <= data31;
  5'd30: mux_temp <= data30;
  5'd29: mux_temp <= data29;
  5'd28: mux_temp <= data28;
  5'd27: mux_temp <= data27;
  5'd26: mux_temp <= data26;
  5'd25: mux_temp <= data25;
  5'd24: mux_temp <= data24;
  5'd23: mux_temp <= data23;
  5'd22: mux_temp <= data22;
  5'd21: mux_temp <= data21;
  5'd20: mux_temp <= data20;
  5'd19: mux_temp <= data19;
  5'd18: mux_temp <= data18;
  5'd17: mux_temp <= data17;
  5'd16: mux_temp <= data16;
  5'd15: mux_temp <= data15;
  5'd14: mux_temp <= data14;
  5'd13: mux_temp <= data13;
  5'd12: mux_temp <= data12;
  5'd11: mux_temp <= data11;
  5'd10: mux_temp <= data10;
  5'd9: mux_temp <= data9;
  5'd8: mux_temp <= data8;
  5'd7: mux_temp <= data7;
  5'd6: mux_temp <= data6;
  5'd5: mux_temp <= data5;
  5'd4: mux_temp <= data4;
  5'd3: mux_temp <= data3;
  5'd2: mux_temp <= data2;
  5'd1: mux_temp <= data1;
  5'd0: mux_temp <= data0;
  default: mux_temp <= 32'bx;
 endcase
end
endmodule
module mux2to1 (
 output [31:0] out,
 input select,
 input [31:0] D0, D1
 );
assign out = select ? D1 : D0;
endmodule
module CONFF_logic(
 input [31:0] IR,
 input CONin,  
 output reg [31:0] Q,
 input [31:0] BusMuxOut  
 );
wire IRone, IRtwo;
assign IRone = IR [20];
assign IRtwo = IR [19];
reg D;
always @ (*) begin
 D <= IRone || IRtwo;
 if (CONin == 1) begin
 end
 Q <= {31'b0, D};  
end
endmodule
module decode_4_to_16 (
 input [3:0] d_in,
 output wire [15:0] d_out
 );
parameter tmp = 16'b0000_0000_0000_0001;
assign d_out = ( d_in == 4'b0000 ) ? tmp
 : ( d_in == 4'b0001 ) ? tmp << 1
 : ( d_in == 4'b0010 ) ? tmp << 2
 : ( d_in == 4'b0011 ) ? tmp << 3
 : ( d_in == 4'b0100 ) ? tmp << 4
 : ( d_in == 4'b0101 ) ? tmp << 5
 : ( d_in == 4'b0110 ) ? tmp << 6
 : ( d_in == 4'b0111 ) ? tmp << 7
 : ( d_in == 4'b1000 ) ? tmp << 8
 : ( d_in == 4'b1001 ) ? tmp << 9
 : ( d_in == 4'b1010 ) ? tmp << 10
 : ( d_in == 4'b1011 ) ? tmp << 11
 : ( d_in == 4'b1100 ) ? tmp << 12
 : ( d_in == 4'b1101 ) ? tmp << 13
 : ( d_in == 4'b1110 ) ? tmp << 14
 : ( d_in == 4'b1111 ) ? tmp << 15
 : 16'bxxxx_xxxx_xxxx_xxxx;
endmodule
module eightBitMux_2to1 (
 output [7:0] out,
 input select,
 input [7:0] D0, D1
 );
assign out = select ? D1 : D0;
endmodule
module encode_32to9 (
 output reg [8:0] select_9,
 input [31:0] enable_regs_9
 );
always @ (enable_regs_9)
 casex (enable_regs_9)
  32'h8xxxxxxx: select_9 <= 9'd31;
  32'h4xxxxxxx: select_9 <= 9'd30;
  32'h2xxxxxxx: select_9 <= 9'd29;
  32'h1xxxxxxx: select_9 <= 9'd28;
  32'h08xxxxxx: select_9 <= 9'd27;
  32'h04xxxxxx: select_9 <= 9'd26;
  32'h02xxxxxx: select_9 <= 9'd25;
  32'h01xxxxxx: select_9 <= 9'd24;
  32'h008xxxxx: select_9 <= 9'd23;
  32'h004xxxxx: select_9 <= 9'd22;
  32'h002xxxxx: select_9 <= 9'd21;
  32'h001xxxxx: select_9 <= 9'd20;
  32'h0008xxxx: select_9 <= 9'd19;
  32'h0004xxxx: select_9 <= 9'd18;
  32'h0002xxxx: select_9 <= 9'd17;
  32'h0001xxxx: select_9 <= 9'd16;
  32'h00008xxx: select_9 <= 9'd15;
  32'h00004xxx: select_9 <= 9'd14;
  32'h00002xxx: select_9 <= 9'd13;
  32'h00001xxx: select_9 <= 9'd12;
  32'h000008xx: select_9 <= 9'd11;
  32'h000004xx: select_9 <= 9'd10;
  32'h000002xx: select_9 <= 9'd9;
  32'h000001xx: select_9 <= 9'd8;
  32'h0000008x: select_9 <= 9'd7;
  32'h0000004x: select_9 <= 9'd6;
  32'h0000002x: select_9 <= 9'd5;
  32'h0000001x: select_9 <= 9'd4;
  32'h00000008: select_9 <= 9'd3;
  32'h00000004: select_9 <= 9'd2;
  32'h00000002: select_9 <= 9'd1;
  32'h00000001: select_9 <= 9'd0;
  default: select_9 <= 9'dx;
 endcase
endmodule
==> flow/run.sh <==
#!/bin/bash
# OpenROAD 26Q1-2900-gdf79404cd8, Yosys 0.63+post, stock flow scripts
make -C /OpenROAD-flow-scripts/flow DESIGN_CONFIG=/design/flow/config.mk WORK_HOME=/design/flow/orfs finish
==> flow/config.mk <==
export PLATFORM = sky130hd
export DESIGN_NAME = mux32to1
export DESIGN_NICKNAME = mux32to1
export VERILOG_FILES = /design/flow/design.v
export SDC_FILE = /design/flow/constraint.sdc
export NUM_CORES = 4
export LEC_CHECK = 1
export CORE_AREA = 10 10 409 409
export DIE_AREA = 0 0 419 419
==> flow/constraint.sdc <==
current_design mux32to1

set clk_period 8.7
set clk_io_pct 0.2

create_clock -name clk0 -period $clk_period

set non_clock_inputs [all_inputs -no_clocks]
set_input_delay [expr $clk_period * $clk_io_pct] -clock clk0 $non_clock_inputs
set_output_delay [expr $clk_period * $clk_io_pct] -clock clk0 [all_outputs]
==> results.txt <==
Results of the run.

The run finished, with violations left. The final reports fail on capacitance limit, slew limit. The power per standard cell area is 49.4 nW/um^2. Looking at the critical path, the single cell with the biggest stage delay is a2111oi_0. In the global route stage, overall resource usage came out at 21.1%. The count of mapped cells out of synthesis is 1,082. The count of pins on the block boundary is 1,062. Setup repair after global routing left no endpoint under its margin. Setup total negative slack on the finished layout was measured at 0 ps. The worst max-slew margin expressed relative to the limit is -4.67%. The layout cell share with drive strength beyond 1 is 7.85%. Per the detailed-route log, wirelength across all metal layers totals 194,000 um. The relative contribution of combinational cells to total power is 100.0%. The total number of placement rows is 146. The floorplan step records an initial core utilization of 4.29%. The post-cts resize count is 0. After synthesis, the mean cell area works out to 6.28 um^2. The design has 0 sequential cells. The largest delay contributor family on the critical path is buffers and inverters. In the layout the commonest cells are 1,053 x clkdlybuf4s50_1, 346 x a22oi_1, 107 x a21oi_1.

Nets still carrying antenna violations after routing amount to 0. The count of unresolved DRC violations after routing is 0. The chip area is 176,000 um^2.

The most common cell after layout, fill and taps aside is clkdlybuf4s50_1. The area share of the largest cell type after synthesis is 38.2%. The report lists the cells along the critical path as clkdlybuf4s50_1 > nand3b_1 > buf_4 > nor2_4 > buf_4 > a22oi_1 > nand4_1 > a2111oi_0 > buf_4 > a21oi_1 > clkdlybuf4s50_1. The script extracted a net switching power of 462 uW. Of all nets on the critical path, the largest fanout is 6. Fill cells in the final layout number 18,100. The power report lists cell-internal power as 561 uW. The via-per-instance ratio is 3.83. STA puts the critical path data required time at 6960 ps.

Of the synthesized area, sequential elements account for 0%. The wire length of the first global-routing pass is 225,000 um. The largest net degree at the start of global routing is 42. The final route contains 16,300 vias. The data arrival time of the worst path is 6510 ps. The final hold violation count is 0. The number of iterations in the first detailed-routing pass is 7. The stat command in Yosys gives a chip area of 6800 um^2. The number of standard cells reported by yosys is 1,082. The final max-slew violation count recorded for this run is 2. Per the log, the first TritonRoute iteration ended with a DRC count of 1,821.

The largest total area in the synthesized netlist belongs to a22oi_1. The number of port buffers is 1,061. The area taken by sequential standard cells is reported as 0 um^2. The power report attributes to the clock group a share of 0%.

The worst hold path terminates at mux_out[22]. The routed length per instance is 45.3 um. The placed wire-length estimate after detailed placement is 178,000 um. Looking at the power breakdown, sequential logic takes 0% of the total. Across the VDD grid, the largest voltage drop is 0.0000140 V. The main area contributors are a22oi_1 38%, a21oi_1 7.9%, mux2i_1 7.8%, nor2_1 6.4%, nand4_1 6.2%.

The nature of the critical path startpoint is an input port. Looking at hold timing, the worst path starts from data31[22]. The number of warning messages in the logs is 33.

The number of global-route vias before repair is 15,800. The critical path's largest stage delay is 1220 ps. The leakage power in the latest report is 0.00674 uW. Per the gpl log, the routability congestion estimate is 1.01. The sum of buffers and inverters on the critical path is 5. In this design, the critical path's most frequently occurring cell is buf_4. The final period demand of the worst path is 8250 ps. The number of buffers added for setup after CTS is 0.

Dividing the final minimum period by the clock period gives 94.8%. The residual overflow from global routing is 0. The initial antenna violation count is 250. The number of distinct standard cells referenced by the synthesized netlist is 47.

The area of the core is 158,000 um^2. Summing internal, switching and leakage power gives 1020 uW. Compared with the post-synthesis result, the final layout area differs by 205%. The type recorded for the worst min-delay path is in -> out. After synthesis the cells add up to 6800 um^2. The net switching share of the total power is 45.2%. The timing-limited maximum frequency is 121 MHz. After layout, the clock buffer instance count stands at 0. The count of endpoints failing setup in the final report is 0. The category of the critical setup timing path is in -> out. The pin closest to its max-slew limit shows a slew of 1530 ps. In this run the maximum-capacitance check reported violations numbering 1.

The number of cells traversed by the worst hold path is 4. The post-cts hold-fix buffer tally is 0. The die extent in y is 419 um. The floorplan step set the die width to 419 um. The synthesis report lists the Yosys warning total as 1. The element type at the critical path end is an output port.
## final cells by class
cell class         instances  area [um^2]  area share (%)
well taps               2072         2590            12.5
multi-input cells        961         6410            31.0
repair buffers          1162        11500            55.6
inverters                  4         15.0          0.0725
diodes                    73          183           0.882
## tightest hold or removal path: stages
cell and delay [ps]:
clkdlybuf4s50_1 400, nor2_1 100, a21oi_1 70, buf_12 140
## per-stage QoR
step	hold WS, ps	utilization (%)	setup slack [ps]	std cells	area [um^2]
detailed placement	4210	13.0	487	4199	20500
finish	4200	13.1	453	4272	20700
CTS	4210	13.0	457	4199	20500
global route	4250	13.0	448	4235	20600
global placement	4210	13.0	343	4199	20500
floorplan	3560	-	3830	1082	6800
## cells by family after synthesis
group                  after synthesis  share of synthesized area (%)
AND/OR/NAND/NOR                    363                           25.3
buffers and inverters              121                           8.36
multiplexers                        79                           12.3
AND-OR/OR-AND                      519                           54.0
## cells in the mapped netlist (all sizes together) (2+ instances only)
cell,count
or3,2
mux2i,53
clkbuf,43
nor4,3
nand3,12
inv,4
nand4,67
and3,4
o21ai,6
nand2b,3
a221oi,6
o221ai,13
nand4b,2
nor2,119
mux2,25
a22o,5
a22oi,346
nand2,89
o22ai,5
a211oi,2
a222oi,9
a21oi,107
a32oi,2
a31oi,4
buf,74
o211ai,3
nand3b,4
or3b,3
a2111oi,3
nor3,47
o2bb2ai,3
nor2b,4
## power by group through the flow
stage | logic, uW | clock network, uW | registers (uW)
after CTS | 1040 | 0 | 0
final | 1020 | 0.00100 | 0
after global routing | 1060 | 0.000567 | 0
## worst max-delay path by stage
| stage | endpoint | from | slack, ps | cells after the start |
|---|---|---|---|---|
| finish | mux_out[29] | select[3] | 450 | 11 |
| global route | mux_out[29] | select[3] | 450 | 11 |
| CTS | mux_out[29] | select[3] | 460 | 11 |
## routing by layer
metal | wire [um] | up-vias | part of all wire [%] | track usage [%]
met1 | 65600 | 7832 | 34 | 22.0
met4 | 6140 | 190 | 3.2 | 6.26
met2 | 95000 | 1292 | 49 | 35.9
met3 | 25600 | 430 | 13 | 12.1
li1 | - | 6603 | - | -
met5 | 1230 | - | 0.63 | 0
Power figures rest on the tool's default switching activity, not on a simulated workload.
